### ./run.sh
#!/bin/bash
# OpenROAD 26Q1-2900-gdf79404cd8, Yosys 0.63+post, stock flow scripts
make -C /OpenROAD-flow-scripts/flow DESIGN_CONFIG=/design/flow/config.mk WORK_HOME=/design/flow/orfs finish
### ./config.mk
export PLATFORM = sky130hd
export DESIGN_NAME = ppm_encoder
export DESIGN_NICKNAME = ppm_encoder
export VERILOG_FILES = /design/flow/design.v
export SDC_FILE = /design/flow/constraint.sdc
export NUM_CORES = 4
export LEC_CHECK = 1
export CORE_UTILIZATION = 50
### ./constraint.sdc
current_design ppm_encoder

set clk_period 2.6
set clk_io_pct 0.2

create_clock -name clk0 -period $clk_period [get_ports {clk}]

set non_clock_inputs [all_inputs -no_clocks]
set_input_delay [expr $clk_period * $clk_io_pct] -clock clk0 $non_clock_inputs
set_output_delay [expr $clk_period * $clk_io_pct] -clock clk0 [all_outputs]
### ./design.v
`timescale 1ns / 1ps
module shift_register (
    input wire clk,
    input wire rst,
    input wire serial_in,
    input wire data_ready_rst,
    output reg [7:0] parallel_out,
    output reg data_ready
);
reg [7:0] shift_reg;
reg [3:0] count;
reg data_flag;
always @(posedge clk or negedge rst) begin
    if (!rst) begin
        shift_reg <= 8'b0;
        count <= 4'd0;
        data_flag <= 0;
        data_ready <= 0;
    end else begin 
        if (!data_ready_rst) begin
            data_ready <= 0;
        end else begin
            if (serial_in == 1'b0 && data_flag == 1'b0) begin  
                data_flag <= 1;
            end else if (data_flag == 1'b1) begin
                shift_reg <= {shift_reg[6:0], serial_in};
                count <= count + 1;
                if (count == 4'd8) begin
                    parallel_out <= {shift_reg[0], shift_reg[1], shift_reg[2], shift_reg[3], shift_reg[4], shift_reg[5], shift_reg[6], shift_reg[7]};  
                    data_ready <= 1;
                    data_flag <= 0;
                    count <= 4'd0;
                end
            end
        end
    end
end
endmodule
module ppm_memory(
    input wire clk,
    input wire rst,
    input wire [7:0] M_in,
    input wire control,  
    input wire [3:0] address,
    output reg [7:0] M_out 
);
parameter BUFFER_DEPTH = 16;
reg [7:0] data_buffer [BUFFER_DEPTH - 1:0];
integer i;
always @(posedge clk or negedge rst) begin
    if (!rst) begin
        for (i = 0; i < 16; i = i + 1) begin
            data_buffer[i] <= 8'b00000000;
        end
        M_out <= 0;
    end else begin
        case (control)                          
        1'b1:  data_buffer[address] <= M_in;
        1'b0:  M_out <= data_buffer[address];
        default: ; 
        endcase
    end
end
endmodule 
module ppm_encoder_tx(
    input wire clk,
    input wire rst,
    input wire [7:0] in_ppm,
    input wire [1:0] order,  
    input wire [9:0] clk_count_ppm,
    input wire [1:0] bit_count_ppm,
    output reg Dout
);
parameter IDLE = 2'b00;
parameter SOF = 2'b01;
parameter DATA = 2'b10;
parameter EOF = 2'b11;
wire [7:0] data_0;
wire [7:0] data_1;
wire [7:0] selected_data;
assign selected_data = (in_ppm >> (bit_count_ppm * 2)) & 8'b00000011;
assign data_0 = 16 * ({selected_data[7:2], selected_data[0], selected_data[1]} * 2 + 1);
assign data_1 = 16 * ({selected_data[7:2], selected_data[0], selected_data[1]} * 2 + 1) + 16;
always @(posedge clk or negedge rst) begin
    if (!rst) begin
        Dout <= 1;
    end else begin
        case (order)
            IDLE: begin 
                Dout <= 1;
            end
            SOF: begin 
                if(clk_count_ppm == 0) begin
                    Dout <= 0;
                end else if(clk_count_ppm == 9'd16) begin
                    Dout <= 1;
                end else if(clk_count_ppm == 9'd80) begin
                    Dout <= 0;
                end else if(clk_count_ppm == 9'd96) begin
                    Dout <= 1;
                end else if(clk_count_ppm == 9'd128) begin
                    Dout <= 1;  
                end
            end
            DATA: begin  
                if(clk_count_ppm == 0) begin
                    Dout <= 1;
                end else if(clk_count_ppm == data_0) begin
                    Dout <= 0;
                end else if(clk_count_ppm == data_1) begin
                    Dout <= 1;
                end               
            end
            EOF: begin
                if(clk_count_ppm == 0) begin
                    Dout <= 1;
                end else if(clk_count_ppm == 9'd32) begin
                    Dout <= 0;
                end else if(clk_count_ppm == 9'd48) begin
                    Dout <= 1;
                end
            end
        endcase
    end
end
endmodule
module ppm_encoder(
    input wire clk,
    input wire rst,
    input wire Din,
    output wire Dout
);
parameter state_IDLE = 2'd0;
parameter state_memory = 2'd1;
parameter state_send = 2'd2;
parameter state_end = 2'd3;
parameter IDLE = 2'b00;
parameter SOF = 2'b01;
parameter DATA = 2'b10;
parameter EOF = 2'b11;
parameter ADDRESS = 4'd0;
wire [7:0] parallel_data;
wire data_ready;
reg data_ready_rst;
reg [1:0] state;
reg [7:0] data_temp;
wire [7:0] data_line;
reg [9:0] clk_count;
reg [1:0] double_bit_count;  
reg control;
reg [3:0] address;
reg [1:0] order;
reg flag;
ppm_memory ppm_memory_dut1(
    .clk(clk),
    .rst(rst),
    .M_in(data_temp),
    .control(control),
    .address(address),
    .M_out(data_line)
);
ppm_encoder_tx ppm_encoder_tx_dut1(
    .clk(clk),
    .rst(rst),                 
    .in_ppm(data_line),
    .order(order),
    .clk_count_ppm(clk_count),
    .bit_count_ppm(double_bit_count),
    .Dout(Dout)
);
shift_register u_shift_register (
    .clk(clk),
    .rst(rst),
    .serial_in(Din),
    .parallel_out(parallel_data),
    .data_ready(data_ready),
    .data_ready_rst(data_ready_rst)
);
always @(posedge clk or negedge rst) begin
    if (!rst) begin
        state <= state_IDLE;
        data_temp <= 8'd0;
        double_bit_count <= 2'd0;
        clk_count <= 9'd0;
        control <= 0;
        address <= ADDRESS;
        order <= IDLE;
        data_ready_rst <= 1;
        flag <= 0;
    end else begin
        case (state)
            state_IDLE: begin 
                state <= state_IDLE;
                data_temp <= 8'd0;       
                double_bit_count <= 2'd0;
                data_ready_rst <= 1;  
                clk_count <= 9'd0;
                control <= 0;
                order <= IDLE;
                flag <= 0;
                if (data_ready) begin
                    data_temp <= parallel_data;  
                    data_ready_rst <= 0;  
                    state <= state_memory;
                    control <= 1;  
                    order <= SOF;  
                    flag <= ~flag;
                end
            end
            state_memory: begin
                clk_count <= clk_count + 1;
                if (clk_count == 9'd127) begin  
                    state <= state_send; 
                    control <= 0;
                    order <= DATA;  
                    clk_count <= 0;
                    double_bit_count <= 2'd0;
                    flag <= ~flag;
                end  
            end
            state_send: begin
                clk_count <= clk_count + 1;
                if (clk_count == 9'd127) begin
                    clk_count <= 0; 
                    double_bit_count <= double_bit_count + 1;
                    flag <= ~flag;
                    if (double_bit_count == 2'd3) begin   
                        double_bit_count <= 2'd0;
                        control <= 0;
                        state <= state_end;
                        order <= EOF;   
                        end
                end
            end
            state_end: begin 
                clk_count <= clk_count + 1;
                if (clk_count == 9'd63) begin  
                    state <= state_IDLE; 
                    order <= IDLE;
                end
            end
        endcase
    end
end
endmodule
==> summary.txt <==
Implementation summary

The run finished with clean final reports. The antenna diode count is 0. The post-detailed-placement half-perimeter wirelength is 3.480 mm.

By area the synthesized netlist is led by sky130_fd_sc_hd__dfrtp_1, sky130_fd_sc_hd__edfxtp_1, sky130_fd_sc_hd__nand2_1, sky130_fd_sc_hd__mux2_2, sky130_fd_sc_hd__dfstp_2. The slew at the pin closest to its max-slew limit is 0.6844 ns. The number of I/O port buffers is 3. Of all flip-flops after synthesis, the portion carrying an async set or reset was 88.41%. The root buffer cell chosen for the clock tree is sky130_fd_sc_hd__clkbuf_8. In the final layout, the share of cells above drive strength 1 is 15.74%.

The average wire length per cell after detail routing is 13.97 µm. The residual antenna-violating net count after detailed routing is 0. Max fanout on the critical path was recorded as 5. After layout, the minimum clock period comes to 2.482 ns.

For the worst-skew pair, the clock arrives at the later sink with an insertion delay of 0.34 ns. The top-area cell type share of the netlist area is around 45%. Setup repair after global routing left no endpoint under its margin. Looking at the gate-level netlist, the highest instance count belongs to sky130_fd_sc_hd__dfrtp_1. Counting along the longest clock path gives a buffer depth of 2. The highest attainable clock frequency is 402.9 MHz. The final routed DRC violation total is 0. The final hold slack is 0.2100 ns.

The number of global-route vias before repair is 1,917. Before antenna repair, the detailed router went through 4 iterations. By count the netlist is led by sky130_fd_sc_hd__dfrtp_1, sky130_fd_sc_hd__nand2_1, sky130_fd_sc_hd__inv_1, sky130_fd_sc_hd__nor2_1, sky130_fd_sc_hd__o21ai_0.

The register with the most flip-flops in the layout has 10 of them. The power density over the cells is 548.8 nW/µm². Counting flops and latches in the post-synthesis netlist gives 69. The yosys stat cell total is 296. According to the I/O placement log, the pin count is 4. The number of setup violations in the final report is 0.

The post-synth tally of flip-flops with integrated enable is 8. The critical path in this run is classified as register to register. From left edge to right edge, the die measures 81.76 µm.

The number of vias after detailed routing is 1,987. The iteration-0 DRC count of the detailed router is 89. The number of clock sinks came to 69.

The proportion of synthesized chip area in sequential cells is 55.70%. The global placement routability congestion is between 0.7 and 0.8. After technology mapping, the gate count stands at 296. The worst relative slew slack is 54.38%. The average via count per standard cell is between 5 and 6. The data required time at the worst endpoint is 2.87 ns. The initialized floorplan defines 28 standard-cell rows.

The aggregate global-route resource usage is 18.69%. The total of warnings raised by yosys is 5. The largest clock skew in the final design is 0.006570 ns. The critical register-to-register path startpoint is double_bit_count[0].

The max capacitance violation total is 0. The path class of the lowest-slack min-delay path is input pin to async pin. The setup TNS is 0 ns.

TritonCTS built the clock tree. The cell area after synthesis is 3181 µm². The logs give a warning total of 27. The clock input transition at the sequential cells of the worst setup and hold paths is 0.07 ns.

The data arrival time of the worst path is 2.75 ns. Entering global routing, the biggest net connects 39 pins. The part of the cycle the worst path needs is a little over nine tenths. Per the synthesis report, the dominant area consumer among library cells is sky130_fd_sc_hd__dfrtp_1. The hold violation count in the final report is 0.

The worst register-to-register path ends at ppm_encoder_tx_dut1.Dout. A synthesized cell averages 10.75 µm². The routing layer with the top usage in global route is met1. The chip occupies approximately 6700 µm². The region available for standard cell placement spans 6026 µm².

For this run the aggregate overflow at the end of global routing stands at 0. The number of cell instances on the worst register-to-register path is 7. STA classifies the critical path startpoint as a register.

Pins over their slew limit in the final report were tallied at 0. The first global-routing pass estimated 9.039 mm of wire. The number of antenna violations at the first check in global routing was 0. The worst-case reg-to-reg setup slack stands at 0.12 ns. The die is 81.76 µm tall. In this run the static leakage power is around 1.7 nW. The post-route total power is ~1.9 mW. The global routing report lists met3 layer usage as ~4.3%. The netlist uses 51 different library cells. The total routed wirelength is 5.307 mm. The met2 usage in global routing is about 26%. The largest register by flop count is clk_count.

The total clock buffers created by CTS is 9. In the synthesized netlist the dominant register cell turns out to be sky130_fd_sc_hd__dfrtp_1. The peak supply drop is 0.0003576 V. From synthesis to final layout, the design area changed by 7.986%. For this configuration, the core starts out at a cell density of 52.78%. The kind of end point of the critical path is a register. The area recorded from the Yosys report for this design is roughly 3200 µm².

Global routing consumed, on the met1 layer, 32.85% of the routing resources. The H-tree was split into 3 levels.
## layout make-up
type                       instances  area [µm²]
tap                               75       93.84
fill                             522        2591
sequential                        69        1773
timing repair buffer               8       62.56
multi-input combinational        195        1266
clock buffer                      10       137.6
clock inverter                     6       37.54
inverter                          17       63.81
## timing repair
item,in CTS,in global routing
hold buffers,0,0
setup endpoints to repair,0,1
setup buffers,0,0
resized,0,2
## cells by family after synthesis
family | synth area share [%]
adder cells (fa/ha/maj) | 2.360
AND/OR/NAND/NOR | 17.62
buffers and inverters | 4.681
AND-OR/OR-AND | 9.835
flip-flops | 55.70
XOR/XNOR | 3.855
multiplexers | 5.940
## per-stage QoR
| stage | worst slack (ns) | utilization [%] | instance area [µm²] | cells |
|---|---|---|---|---|
| floorplan | 0.1563 | - | 3181 | 296 |
| global placement | 0.1134 | 53.97 | 3252 | 364 |
| detailed placement | 0.07042 | 53.97 | 3252 | 364 |
| CTS | 0.04516 | 56.87 | 3427 | 380 |
| global route | 0.007865 | 57.00 | 3435 | 380 |
| finish | 0.1180 | 57.00 | 3435 | 380 |
## power breakdown
| group | switching [mW] | internal, mW | total [mW] |
|---|---|---|---|
| logic | 0.0190 | 0.00440 | 0.0234 |
| registers | 0.000525 | 1.09 | 1.09 |
| clock network | 0.404 | 0.368 | 0.772 |
| total | 0.423 | 1.46 | 1.88 |
## worst max-delay path by stage
| stage | cells past startpoint | slack, ns | from | end |
|---|---|---|---|---|
| after CTS | 7 | 0.05 | double_bit_count[0] | ppm_encoder_tx_dut1.Dout |
| after global routing | 7 | 0.008 | double_bit_count[0] | ppm_encoder_tx_dut1.Dout |
| final | 7 | 0.12 | double_bit_count[0] | ppm_encoder_tx_dut1.Dout |
## cell usage in the layout, fill, tap and decap left out, drive strengths merged, types with 8 or more instances in the layout
| cell type | count |
|---|---|
| clkbuf | 10 |
| nand2 | 46 |
| edfxtp | 8 |
| nand3 | 13 |
| o21ai | 18 |
| dfrtp | 57 |
| xor2 | 8 |
| nor2 | 17 |
| inv | 18 |
| nand2b | 12 |
| mux2 | 11 |
## metal layers
layer / routed length [µm] / share of wire (%)
met4: 121 / 2.3
met3: 285 / 5.4
met1: 2780 / 52
met5: 0 / 0
met2: 2119 / 40
## critical path, stage by stage (launching register included)
cell and delay (ns):
sky130_fd_sc_hd__dfrtp_2 0.43, sky130_fd_sc_hd__mux4_2 0.53, sky130_fd_sc_hd__ha_1 0.32, sky130_fd_sc_hd__xor2_1 0.17, sky130_fd_sc_hd__o41ai_2 0.27, sky130_fd_sc_hd__o311ai_1 0.19
sky130_fd_sc_hd__o21a_1 0.22, sky130_fd_sc_hd__o32a_1 0.28
Power and IR drop assume default switching activity.
