==> design.v <==
`timescale 1ns / 1ps
module ppm_decoder(
    input wire clk,
    input wire rst,
    input wire Din,
    output reg [7:0] Dout,
    output reg D_en,  
    output reg F_en  
);
parameter state_IDLE = 2'd0;
parameter state_WAIT = 2'd1;
parameter state_DECODE = 2'd2;
reg [2:0] state;
reg [7:0] clk_count;
reg [2:0] bit_count;
reg [1:0] data_bit;
reg [7:0] data_byte;
reg [1:0] frame_check_stage;
always @(posedge clk or negedge rst) begin
    if (!rst) begin
        state <= state_IDLE;
        clk_count <= 8'd0;
        bit_count <= 3'd0;
        data_bit <= 2'd0;
        data_byte <= 8'd0;
        D_en <= 1'b0;
        F_en <= 1'b0;
        frame_check_stage <= 0;
        Dout <= 0;
    end else begin
        case (state)
            state_IDLE: begin
                clk_count <= 8'd0;
                bit_count <= 3'd0;
                data_bit <= 2'd0;
                data_byte <= 8'd0;
                D_en <= 1'b0;
                F_en <= 1'b0;
                frame_check_stage <= 0;
                Dout <= 0;
                if (Din == 1'b0) begin
                    clk_count <= clk_count + 1;
                    state <= state_WAIT; 
                end
            end
            state_WAIT: begin  
                if(clk_count < 8'd128) begin
                    clk_count <= clk_count + 1;
                    case (frame_check_stage)
                        2'd0: begin
                            if (Din == 1'b1)
                                state <= state_IDLE;
                            else begin
                                if (clk_count == 8'd15)
                                    frame_check_stage <= 2'd1;
                            end
                        end
                        2'd1: begin
                            if (Din == 1'b0)
                                state <= state_IDLE;
                            else begin
                                if (clk_count == 8'd79)
                                    frame_check_stage <= 2'd2;
                            end
                        end
                        2'd2: begin
                            if (Din == 1'b1)
                                state <= state_IDLE;
                            else begin
                                if (clk_count == 8'd95)
                                        frame_check_stage <= 2'd3;
                            end
                        end
                        2'd3: begin
                            if (Din == 1'b0)
                                state <= state_IDLE;
                            else begin 
                                if (clk_count == 8'd127) begin
                                    state <= state_DECODE;
                                    clk_count <= 8'd0;
                                    frame_check_stage <= 0;                                  
                                    bit_count <= 3'd0;
                                    data_bit <= 2'd0;
                                    data_byte <= 8'd0;                        
                                    D_en <= 1'b0;
                                    F_en <= 1'b1;  
                                end
                            end
                        end
                    endcase
                end
            end
            state_DECODE: begin
                D_en <= 1'b0;
                F_en <= 1'b0;
                if (clk_count < 9'd128) begin
                    clk_count <= clk_count + 1;
                    if (bit_count < 3'd4) begin
                        if (clk_count == 9'd127) begin  
                            clk_count <= 0;
                            bit_count <= bit_count + 1;
                            Dout <= {data_byte[1:0], Dout[7:2]};  
                        end else begin
                            if (Din == 1'b0) begin
                                if (clk_count != 9'd32) begin
                                    data_bit <= ((clk_count + 1) / 16 - 1) / 2;  
                                    data_byte <= {data_bit, data_byte[7:2]};
                                end else begin  
                                    state <= state_IDLE;
                                    clk_count <= 8'd0;
                                    bit_count <= 3'd0;
                                    data_bit <= 2'd0;
                                    data_byte <= 8'd0;
                                    Dout <= 8'd0; 
                                end
                            end
                        end
                    end else begin  
                        bit_count <= 0;
                        clk_count <= 0;
                        data_bit <= 0;
                        data_byte <= 0;
                        D_en <= 1'b1;
                    end        
                end
            end
        endcase
    end
end
endmodule
==> run.sh <==
#!/bin/bash
# OpenROAD 26Q1-2900-gdf79404cd8, Yosys 0.63+post, stock flow scripts
make -C /OpenROAD-flow-scripts/flow DESIGN_CONFIG=/design/flow/config.mk WORK_HOME=/design/flow/orfs finish
==> config.mk <==
export PLATFORM = sky130hd
export DESIGN_NAME = ppm_decoder
export DESIGN_NICKNAME = ppm_decoder
export VERILOG_FILES = /design/flow/design.v
export SDC_FILE = /design/flow/constraint.sdc
export NUM_CORES = 4
export LEC_CHECK = 1
export CORE_UTILIZATION = 40
==> constraint.sdc <==
current_design ppm_decoder

set clk_period 5.8
set clk_io_pct 0.2

create_clock -name clk0 -period $clk_period [get_ports {clk}]

set non_clock_inputs [all_inputs -no_clocks]
set_input_delay [expr $clk_period * $clk_io_pct] -clock clk0 $non_clock_inputs
set_output_delay [expr $clk_period * $clk_io_pct] -clock clk0 [all_outputs]
==> flow_metrics.tcl <==
# flow metrics
set metrics [dict create \
    max_stage_delay_ns 0.66 \
    rsz0062_at_grt "false" \
    ctsHtreeMaxLevel 2 \
    cts_tree "yes" \
    fp-utilization_pct 41.5 \
    io_pins 13 \
    grt_overflow_total 0 \
    startpoint_type "input pin" \
    final_layout_size_suffix_gt1_share_pct 9.65 \
    hold_viol 0 \
    finalClockPeriodUsage_pct 50.9 \
    wl_microns 3950 \
    topCellsByArea "dfrtp_1 (42%), nand2_1 (6.4%), mux2i_1 (4.2%)" \
    finalSetupViolations 0 \
    rows 26 \
    grt_pass1_wl_microns 6760 \
    ys_area_sq_um 2120 \
    wl_met1_microns 2090 \
    max_freq_mhz 338 \
    warnings 26 \
    wl_met2_microns 1640 \
    die_width_microns 74.8 \
    synth.distinct_cells 53 \
    ant_nets 0 \
    firstDrtPassIters 6 \
    power_leakage_nw 1.04 \
    clock_sinks 38 \
    fin_skew_ns 0.00344 \
    ff_type "dfrtp_1" \
    relSlewSlack_pct 45.7 \
    critPathSlowestCell "clkdlybuf4s50_1" \
    numCtsBuffers 5 \
    timing.final.ws_setup_ns 2.85 \
    tightest_slew_ns 0.812 \
    gp_congestion 0.900 \
    met3_length_microns 175 \
    synth_stat.cells 219 \
    ys_async_sr_fraction_pct 100 \
    clk_path_buf_depth 2 \
    status "completed" \
    ctsHoldBuffers 0 \
    dieHeight_microns 74.8 \
    synth_top_area_share_pct 42.5 \
    end_kind "flop" \
    insertion_delay_ns 0.29 \
    wl_per_cell_microns 13.3 \
    num_vias 1567 \
    grt_pass1_vias 1392 \
    routed.top_layer "met4" \
    syn_avg_cell_area_sq_um 9.69 \
    worst_hold_path_type "flop to flop" \
    worst_ep_required_time_ns 5.99 \
    gr-usage-all-layers_pct 15.9 \
    drc 0 \
    io_buffers 12 \
    crit_family "AND-OR/OR-AND gates" \
    fin_crit_ns 2.95 \
    syn_inst 219 \
    post_cts_resized 0 \
    yosysSeqAreaShare_pct 44.9 \
    synth-seq-cells 38 \
    core_sq_um 5110 \
    post_cts.repair.setup_buffers 0 \
    syn2layout_area_growth_pct 9.38 \
    ys_warn_count 1 \
    clk_pin_slew_ns 0.07 \
    edf_count 0 \
    grt_max_degree 39 \
    drv_cap 0 \
    tns_ns 0 \
    p_per_area_nw_per_um2 312 \
    cp.arrival_ns 3.14 \
    via_per_inst 5.26 \
    netlist_area_sq_um 2120 \
    path_cells "clkdlybuf4s50_1 -> nor2b_1 -> a211oi_1 -> nand3_1 -> o31ai_1" \
    ys_top_cells_by_count "dfrtp_1 (36), nand2_1 (36), o21ai_0 (17)" \
    hpwlAfterDp_microns 2710 \
    clockRootBuffer "clkbuf_8" \
    n_fill_cell 495 \
    drt-initial-drc-count 105 \
    ir_drop_v 0.000194 \
    yosysTopAreaCell "dfrtp_1" \
    worstSetupPathType "input pin to flop" \
    antenna_found_initial 0 \
    dieArea_sq_um 5600 \
    drv_slew 0 \
    critPathBufInv 1 \
    worstPathMaxFanout 20 \
    diodes 0 \
    dpl_worst_slack_ns 2.60 \
]
## area by class of cell
| cell class | instances | area (sq um) | area share (%) |
|---|---|---|---|
| Multi-Input combinational cell | 156 | 1020 | 43.8 |
| Clock inverter | 1 | 5.00 | 0.216 |
| Sequential cell | 38 | 953 | 41.1 |
| Tap cell | 70 | 87.6 | 3.77 |
| Inverter | 13 | 48.8 | 2.10 |
| Clock buffer | 7 | 86.3 | 3.72 |
| Timing Repair Buffer | 13 | 123 | 5.28 |
## worst register-to-register path: stages (launching register included)
cell	delay (ns)
dfrtp_1	0.37
ha_1	0.27
nand4_4	0.18
o41ai_1	0.47
nand3_1	0.57
o31ai_1	0.41
## report_power, final
group | leakage, nW | switching, mW | internal, mW
clock network | 0.0482 | 0.0886 | 0.0958
registers | 0.511 | 0.0478 | 0.300
logic | 0.481 | 0.103 | 0.0901
## cell usage in the layout (no fill, tap or decap), types with 4 or more instances in the layout
master           netlist  routed
a22o_1                 5       5
mux2i_1                9       9
inv_1                 13      13
clkdlybuf4s50_1        0      11
nor2_1                11      11
o21ai_0               17      17
nor3_1                 5       5
nand2_1               36      36
and3_1                 4       4
dfrtp_1               36      36
ha_1                   4       4
nand3_1                4       4
a21oi_1                8       8
clkbuf_8               4       6
## path summary, 6_finish.rpt
check	start	end	slack (ns)	cells after the start
max in group asynchronous	rst	state[0]	4.52	2
max reg2reg	clk_count[0]	data_bit[0]	3.43	5
max	Din	data_bit[0]	2.85	5
min reg2reg	data_byte[2]	data_byte[2]	0.48	2
min in group asynchronous	rst	Dout[5]	0.92	2
min	data_byte[2]	data_byte[2]	0.48	2
## state kept, by name (all words and copies together), names as in the netlist, 2 cells and up
register           cells
Dout                   8
bit_count              3
clk_count              8
data_bit               2
data_byte              8
frame_check_stage      4
state                  3
## layer usage
| metal | vias to the layer above | global-route usage [%] |
|---|---|---|
| li1 | 789 | - |
| met1 | 729 | 26.4 |
| met2 | 42 | 22.8 |
| met3 | 7 | 2.99 |
| met4 | 0 | 2.31 |
| met5 | - | 0 |
## cell families after synthesis
logic type,after synthesis,share of synthesized area (%)
simple gates,84,20.9
xor+xnor,6,2.48
flops,38,44.9
mux,11,5.48
compound gates,51,16.7
buf+inv,25,7.13
fa+ha+maj,4,2.36
## stage by stage
stage | power [mW] | hold slack (ns) | util (%) | instances | instance area (sq um)
6_report | 0.725 | 0.480 | 45.4 | 298 | 2320
3_3_place_gp | 0.543 | 0.465 | 43.7 | 290 | 2230
2_1_floorplan | 0.484 | 0.448 | - | 219 | 2120
4_1_cts | 0.733 | 0.487 | 45.4 | 298 | 2320
5_1_grt | 0.781 | 0.517 | 45.4 | 298 | 2320
3_5_place_dp | 0.544 | 0.470 | 43.7 | 290 | 2230
Power and IR drop assume default switching activity.
